**flow/run.sh**
```bash
#!/bin/bash
# OpenROAD 26Q1-2900-gdf79404cd8, Yosys 0.63+post, stock flow scripts
make -C /OpenROAD-flow-scripts/flow DESIGN_CONFIG=/design/flow/config.mk WORK_HOME=/design/flow/orfs finish
```
**flow/config.mk**
```make
export PLATFORM = sky130hd
export DESIGN_NAME = MUX2
export DESIGN_NICKNAME = MUX2
export VERILOG_FILES = /design/flow/design.v
export SDC_FILE = /design/flow/constraint.sdc
export NUM_CORES = 4
export LEC_CHECK = 1
export CORE_AREA = 10 10 95 95
export DIE_AREA = 0 0 105 105
```
**flow/constraint.sdc**
```tcl
current_design MUX2

set clk_period 4.8
set clk_io_pct 0.2

create_clock -name clk0 -period $clk_period

set non_clock_inputs [all_inputs -no_clocks]
set_input_delay [expr $clk_period * $clk_io_pct] -clock clk0 $non_clock_inputs
set_output_delay [expr $clk_period * $clk_io_pct] -clock clk0 [all_outputs]
```
**flow/design.v**
```verilog
module MUX2(
    input [31:0] A,
    input [31:0] B,
    input [31:0] C,
    input [31:0] D,
    input [1:0] select,
    output reg [31:0] OUT
    );
    always @(*) begin
        if (select == 2'd0 )
            OUT = A;
        else if(select == 2'd1)
            OUT = B;
        else if(select == 2'd2)
            OUT = C;
        else if(select == 2'd3)
            OUT = D;
    end
endmodule
```
==> Changelog: implementation <==
### Implementation results

- Max Freq: 260.6 MHz
- Register pins left without a clock: 32
- Crit path arrival time: 2.88 ns
- Routed WL: 5576 um
- Synthesized area: 0.001299 mm^2
- Xor/xnor share: 0
- Critical path endpoint: OUT[22]
- Max Slew Vio Count: 0
- Yosys adder share: 0
- Die area: 0.01103 mm^2
- Largest net degree at the start of global routing: 33
- Yosys simple share: 0
- Vias in the first global route: 1,489
- Ys async rst share: 0
- Power density over the cells: 72.83 mW/mm^2
- Crit path cell chain: buf_2 > buf_4 > mux4_1 > dlxtn_1 > clkdlybuf4s50_1
- Max Cap Viol: 0
- Synth Area in Compound Gates: 0
- IO buf count: 162
- Detailed placement HPWL: 5031 um
- Count of library flops with an enable pin: 0
- Mapped Avg Cell Area: 18.04 um^2
- Init Core Util: 0.1880
- Area Growth Syn to Fin: 136.2%
- Share of cells above drive strength 1: 0.1274
- Max-area cell share: 0.5202
- Crit path max-delay cell type: mux4_1
- Yosys stat chip area: 0.001299 mm^2
- Initial antenna violation count: 0
- Dominant combinational family: multiplexers
- DR vias: 1,308
- Post-CTS sizing: 0
- Post-synth top area cell: mux4_2
- Commonest cells post-synth: dlxtn_1 (32), mux4_2 (30), buf_12 (3), buf_2 (3), mux4_1 (2)
- Final hold violation count: 0
- Worst path top cell family by delay: buffers and inverters
- P_leak: 1.214 nW
- CP Class: in2out
- Post-synthesis cell type count: 7
- Die Y-Extent: 105 um
- Antenna fix cells: 0
- Routed WL per cell: 15.71 um
- Worst vdd ir: 0.05541 mV
- Ys Warns: 1
- Final WS setup: 0.9630 ns
- Grt total ovfl: 0
- DRT iter0 DRCs: 20
- Synth Instances: 72
- Worst Path Max Fanout: 32
- Synth Flop Type: dlxtn_1
- Detail Route Antenna Nets: 0
- Endpoints left unconstrained: 32
- Final instance area: 0.003068 mm^2
- CP max stage delay: 0.68 ns
- Worst-Margin Slew: 0.7896 ns
- Total Neg Setup Slack: 0 ns
- Buf/Inv on CP: 3
- Hold_buf cts: 0
- Unrepaired setup endpoints after global routing: no
- Yosys cell count: 72
- Post-synth regs: 32
- Status: completed
- Row Count: 30
- Post-CTS Repair Setup Buffers: 0
- CP Launch Point: select[0]
- Routability-driven placement congestion ratio: 0.7353
- Drt drc: 0
- CP Depth: 5
- Final setup vio count: 0
- Avg Vias per Cell: 3.685
- Crit path DRT: 3.84 ns
- Synth mux share: 0.5607
- Largest cells by area: mux4_2 (52%), dlxtn_1 (37%), buf_12 (4.6%), mux4_1 (4.0%), buf_2 (1.2%)
- Final period util: 0.7994
- Top cell type by instance count after synthesis: dlxtn_1
- Worst slew margin: 0.4736
- DP Area: 0.003068 mm^2
- DRT Pass-1 Iters: 3
- Max FFs per register: 32
- Startpoint types: input pin
- Core area: 0.006907 mm^2
- First-pass GRT wire length: 8521 um
- DP Worst Slack: 0.8783 ns
- Setup crit end kind: primary output
- Ports: 162
- Tool Warnings: 32
- Overall routing resource usage: 0.09856
- Die width: 105 um
- Min Tclk post-route: 3.837 ns
layout make-up:
class,count,area [um^2]
tap,96,120.1
timing repair buffer,163,1619
sequential,32,480.5
multi-input combinational,64,848.3
fill,665,3839
logic make-up (layout without fill, tap and decap cells):
group,after synthesis,in the layout
buffers and inverters,7,163
latches,32,32
other,1,32
multiplexers,32,32
through the flow:
stage / cells / power, W / utilization
global route: 355 / 0.0002407 / 0.4442
detailed placement: 355 / 0.0002273 / 0.4442
CTS: 355 / 0.0002279 / 0.4442
finish: 355 / 0.0002234 / 0.4442
floorplan: 103 / 0.00009352 / -
global placement: 355 / 0.0002256 / 0.4442
cell usage in the layout, fill, tap and decap left out:
cell type / count
conb_1: 32
clkdlybuf4s50_1: 160
dlxtn_1: 32
buf_2: 2
mux4_2: 30
mux4_1: 2
buf_4: 1
report_power, final:
part / internal, W / switching [W]
registers: 0.0000293 / 0.00000324
clock network: 0 / 0
logic: 0.000154 / 0.0000369
metal layers:
layer	vias up	part of all wire	routed length (um)	GRT usage
met3	0	0.098	546	0.03789
met5	-	0	0	0
li1	648	-	-	-
met2	77	0.51	2870	0.1762
met4	0	0	0	0
met1	583	0.39	2159	0.1171
Power and IR drop assume default switching activity.
